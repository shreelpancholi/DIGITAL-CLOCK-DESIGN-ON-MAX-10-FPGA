## /design/flow/run.sh

```bash
#!/bin/bash
# OpenROAD 26Q1-2900-gdf79404cd8, Yosys 0.63+post, stock flow scripts
make -C /OpenROAD-flow-scripts/flow DESIGN_CONFIG=/design/flow/config.mk WORK_HOME=/design/flow/orfs finish
```

## /design/flow/config.mk

```make
export PLATFORM = sky130hd
export DESIGN_NAME = timer_top
export DESIGN_NICKNAME = timer_top
export VERILOG_FILES = /design/flow/design.v
export SDC_FILE = /design/flow/constraint.sdc
export NUM_CORES = 4
export LEC_CHECK = 1
export CORE_UTILIZATION = 30
```

## /design/flow/constraint.sdc

```tcl
current_design timer_top

set clk_period 4.3
set clk_io_pct 0.2

create_clock -name clk0 -period $clk_period [get_ports {clk}]

set non_clock_inputs [all_inputs -no_clocks]
set_input_delay [expr $clk_period * $clk_io_pct] -clock clk0 $non_clock_inputs
set_output_delay [expr $clk_period * $clk_io_pct] -clock clk0 [all_outputs]
```

## /design/flow/design.v

```verilog
module bin2bcd(
   input clk,              
   input rst_n,            
   input [7:0] i_bin,      
   output reg [7:0] o_bcd  
);
  reg [7:0] scratch_space;  
  reg [3:0] i;              
  reg [7:0] bin_ff;         
  always @(posedge clk) begin 
    if(!rst_n) begin
      bin_ff <= 0;  
    end else begin
      bin_ff <= i_bin[6:0];  
    end 
  end 
  always @(*) begin 
    scratch_space = 0;  
    for (i=0; i<4'd7; i=i+1'b1) begin  
      scratch_space = {scratch_space[6:0], bin_ff[6-i]};  
      if(i < 4'd6 && scratch_space[3:0] > 4'd4) begin 
        scratch_space[3:0] = scratch_space[3:0] + 4'd3; 
      end 
      if(i < 4'd6 && scratch_space[7:4] > 4'd4) begin 
        scratch_space[7:4] = scratch_space[7:4] + 4'd3; 
      end 
    end
  end 
  always @(posedge clk) begin
    if (!rst_n) begin
      o_bcd <= 0;
    end else begin
      o_bcd <= scratch_space;  
    end   
  end 
endmodule
module hex_7seg_decoder
   #(parameter COMMON_ANODE_CATHODE = 0)  
   ( 
    input [3:0]in,    
    output  o_a,      
    output  o_b,
    output  o_c,
    output  o_d, 
    output  o_e,
    output  o_f,
    output  o_g
   );
   reg a,b,c,d,e,f,g;
   always @(*) begin
      case (in)
        4'd0 : {a,b,c,d,e,f,g} = 7'b1111110;  
        4'd1 : {a,b,c,d,e,f,g} = 7'b0110000;  
        4'd2 : {a,b,c,d,e,f,g} = 7'b1101101;  
        4'd3 : {a,b,c,d,e,f,g} = 7'b1111001;  
        4'd4 : {a,b,c,d,e,f,g} = 7'b0110011;  
        4'd5 : {a,b,c,d,e,f,g} = 7'b1011011;  
        4'd6 : {a,b,c,d,e,f,g} = 7'b1011111;  
        4'd7 : {a,b,c,d,e,f,g} = 7'b1110000;  
        4'd8 : {a,b,c,d,e,f,g} = 7'b1111111;  
        4'd9 : {a,b,c,d,e,f,g} = 7'b1111011;  
        4'd10 : {a,b,c,d,e,f,g} = 7'b1110111;  
        4'd11 : {a,b,c,d,e,f,g} = 7'b0011111;  
        4'd12 : {a,b,c,d,e,f,g} = 7'b1001110;  
        4'd13 : {a,b,c,d,e,f,g} = 7'b0111101;  
        4'd14 : {a,b,c,d,e,f,g} = 7'b1001111;  
        4'd15 : {a,b,c,d,e,f,g} = 7'b1000111;  
        default : {a,b,c,d,e,f,g} = 7'b1111110;  
      endcase 
   end
   assign {o_a,o_b,o_c,o_d,o_e,o_f,o_g} = COMMON_ANODE_CATHODE ? {a,b,c,d,e,f,g} : ~{a,b,c,d,e,f,g};
endmodule
module timer
   #(parameter CLOCK_FREQ = 32'd50_000_000)   
   (
    input clk,  
    input rst_n,  
    input start_stop,  
    input select_seconds,  
    input select_minutes,  
    input select_hours,  
    input increment,  
    input save,  
    output reg [5:0] o_seconds,  
    output reg [5:0] o_minutes,  
    output reg [6:0] o_hours  
   );
   localparam ONE_SECOND = CLOCK_FREQ - 1;   
   reg [5:0] seconds_cnt, seconds_temp;    
   reg [5:0] minutes_cnt, minutes_temp;     
   reg [6:0] hours_cnt, hours_temp;          
   reg [31:0] counter_1sec;               
   reg increment_prev, save_prev;     
   reg select_seconds_prev, select_minutes_prev, select_hours_prev; 
   wire increment_edge, save_edge;    
   wire select_seconds_edge, select_minutes_edge, select_hours_edge;   
   always @(posedge clk or negedge rst_n) begin  
      if (!rst_n) begin
         increment_prev <= 0;
         save_prev <= 0;
         select_seconds_prev <= 0;
         select_minutes_prev <= 0;
         select_hours_prev <= 0;
      end else begin  
         increment_prev <= increment;
         save_prev <= save;
         select_seconds_prev <= select_seconds;
         select_minutes_prev <= select_minutes;
         select_hours_prev <= select_hours;
      end
   end
   assign increment_edge = increment & ~increment_prev;
   assign save_edge = save & ~save_prev;
   assign select_seconds_edge = select_seconds & ~select_seconds_prev;
   assign select_minutes_edge = select_minutes & ~select_minutes_prev;
   assign select_hours_edge = select_hours & ~select_hours_prev;
   always @(posedge clk or negedge rst_n) begin 
      if (!rst_n) begin
         counter_1sec <= 0;
         seconds_cnt <= 0;
         minutes_cnt <= 0;
         hours_cnt <= 0;
         seconds_temp <= 0;
         minutes_temp <= 0;
         hours_temp <= 0;
      end else if (!select_seconds && !select_minutes && !select_hours && start_stop) begin  
         if (counter_1sec == ONE_SECOND) begin
            counter_1sec <= 0;
            if (seconds_cnt == 6'd59) begin
               seconds_cnt <= 0;
               if (minutes_cnt == 6'd59) begin
                  minutes_cnt <= 0;
                  if (hours_cnt == 7'd23) begin
                     hours_cnt <= 0;
                  end else begin
                     hours_cnt <= hours_cnt + 1'b1;
                  end
               end else begin
                  minutes_cnt <= minutes_cnt + 1'b1;
               end
            end else begin
               seconds_cnt <= seconds_cnt + 1'b1;
            end
         end else begin
            counter_1sec <= counter_1sec + 1'b1;
         end
      end else begin  
         if (select_seconds_edge) seconds_temp <= seconds_cnt;  
         if (select_minutes_edge) minutes_temp <= minutes_cnt;
         if (select_hours_edge) hours_temp <= hours_cnt;
         if (select_seconds) begin
            if (increment_edge) begin
               if (seconds_temp == 6'd59) seconds_temp <= 0;
               else seconds_temp <= seconds_temp + 1'b1;
            end
            if (save_edge) seconds_cnt <= seconds_temp;
         end
         if (select_minutes) begin
            if (increment_edge) begin
               if (minutes_temp == 6'd59) minutes_temp <= 0;
               else minutes_temp <= minutes_temp + 1'b1;
            end
            if (save_edge) minutes_cnt <= minutes_temp;
         end
         if (select_hours) begin
            if (increment_edge) begin
               if (hours_temp == 7'd23) hours_temp <= 0;
               else hours_temp <= hours_temp + 1'b1;
            end
            if (save_edge) hours_cnt <= hours_temp;  
         end
      end
   end
   always @(posedge clk) begin  
      o_seconds <= select_seconds ? seconds_temp : seconds_cnt;  
      o_minutes <= select_minutes ? minutes_temp : minutes_cnt;
      o_hours <= select_hours ? hours_temp : hours_cnt;
   end
endmodule
module timer_top
   #(parameter CLOCK_FREQ = 32'd50_000_000)   
   (
    input clk,               
    input rst_n,             
	 input start_stop,
	 input select_seconds,
	 input select_minutes,
	 input select_hours,
	 input increment,
	 inout save,
    output [6:0] o_HEX0,     
    output [6:0] o_HEX1,     
    output [6:0] o_HEX2,     
    output [6:0] o_HEX3,     
    output [6:0] o_HEX4,
    output [6:0] o_HEX5
   );
   wire [5:0] o_seconds;
   wire [5:0] o_minutes;
   wire [6:0] o_hours;
   wire [7:0] seconds_bcd;   
   wire [7:0] minutes_bcd;   
   wire [7:0] hours_bcd;     
   timer #(.CLOCK_FREQ(CLOCK_FREQ))
      TMR0
   (
      .clk(clk),
      .rst_n(rst_n),
		.start_stop(start_stop),
		.select_seconds(select_seconds),
		.select_minutes(select_minutes),
		.select_hours(select_hours),
		.increment(increment),
		.save(save),
      .o_seconds(o_seconds),
      .o_minutes(o_minutes),
      .o_hours(o_hours)
   );
   bin2bcd
      B2D_SEC
   (
      .clk(clk),
      .rst_n(rst_n),
      .i_bin({2'b0, o_seconds}),   
      .o_bcd(seconds_bcd)
   );
   bin2bcd
      B2D_MIN
   (
      .clk(clk),
      .rst_n(rst_n),
      .i_bin({2'b0,o_minutes}),    
      .o_bcd(minutes_bcd)
   );
   bin2bcd
      B2D_HOUR
   (
      .clk(clk),
      .rst_n(rst_n),
      .i_bin({1'b0, o_hours}),     
      .o_bcd(hours_bcd)
   );
   hex_7seg_decoder
   #(.COMMON_ANODE_CATHODE(0))    
      SEC0
   (
      .in(seconds_bcd[3:0]),       
      .o_a(o_HEX0[0]),
      .o_b(o_HEX0[1]),
      .o_c(o_HEX0[2]),
      .o_d(o_HEX0[3]),
      .o_e(o_HEX0[4]),
      .o_f(o_HEX0[5]),
      .o_g(o_HEX0[6])
   );
   hex_7seg_decoder
   #(.COMMON_ANODE_CATHODE(0))
      SEC1
   (
      .in(seconds_bcd[7:4]),       
      .o_a(o_HEX1[0]),
      .o_b(o_HEX1[1]),
      .o_c(o_HEX1[2]),
      .o_d(o_HEX1[3]),
      .o_e(o_HEX1[4]),
      .o_f(o_HEX1[5]),
      .o_g(o_HEX1[6])
   );
   hex_7seg_decoder
   #(.COMMON_ANODE_CATHODE(0))
      MIN0
   (
      .in(minutes_bcd[3:0]),       
      .o_a(o_HEX2[0]),
      .o_b(o_HEX2[1]),
      .o_c(o_HEX2[2]),
      .o_d(o_HEX2[3]),
      .o_e(o_HEX2[4]),
      .o_f(o_HEX2[5]),
      .o_g(o_HEX2[6])
   );
   hex_7seg_decoder
   #(.COMMON_ANODE_CATHODE(0))
      MIN1
   (
      .in(minutes_bcd[7:4]),       
      .o_a(o_HEX3[0]),
      .o_b(o_HEX3[1]),
      .o_c(o_HEX3[2]),
      .o_d(o_HEX3[3]),
      .o_e(o_HEX3[4]),
      .o_f(o_HEX3[5]),
      .o_g(o_HEX3[6])
   );
   hex_7seg_decoder
   #(.COMMON_ANODE_CATHODE(0))
      HOUR0
   (
      .in(hours_bcd[3:0]),         
      .o_a(o_HEX4[0]),
      .o_b(o_HEX4[1]),
      .o_c(o_HEX4[2]),
      .o_d(o_HEX4[3]),
      .o_e(o_HEX4[4]),
      .o_f(o_HEX4[5]),
      .o_g(o_HEX4[6])
   );
   hex_7seg_decoder
   #(.COMMON_ANODE_CATHODE(0))
      HOUR1
   (
      .in(hours_bcd[7:4]),         
      .o_a(o_HEX5[0]),
      .o_b(o_HEX5[1]),
      .o_c(o_HEX5[2]),
      .o_d(o_HEX5[3]),
      .o_e(o_HEX5[4]),
      .o_f(o_HEX5[5]),
      .o_g(o_HEX5[6])
   );
endmodule
```

==> metrics.cfg <==
[status]
run_status=stopped before the end
first-error=[ERROR RSZ-0074] Failed to build tree from global routes for pin 'save' and net 'save' at grid (3450, 93150): found route to 3 pins, expected 2
haltStage=global routing

[logic_synthesis]
synthesis.instances=1055
synth-async-reset-ratio_pct=48.4
synth_dominant_cell_count=sky130_fd_sc_hd__inv_1
seq_area_frac_synth_pct=37.5
synth_area_per_cell_sq_um=8.79
synth_stat.cells=1055
synth_flop_count=155
synth.cell_area_sq_um=9280
yosysTopAreaCell=sky130_fd_sc_hd__dfrtp_1
synth_top_flop_cell=sky130_fd_sc_hd__dfxtp_1
synth-edff-count=0
common_cells=sky130_fd_sc_hd__inv_1 (98), sky130_fd_sc_hd__o21ai_0 (82), sky130_fd_sc_hd__dfxtp_1 (80)
top_cells_by_area=sky130_fd_sc_hd__dfrtp_1 (20%), sky130_fd_sc_hd__dfxtp_1 (17%), sky130_fd_sc_hd__ha_1 (9.2%), sky130_fd_sc_hd__o21ai_0 (4.4%), sky130_fd_sc_hd__inv_1 (4.0%)
synth_cell_types=72
synth_largest_type_area_fraction_pct=20.2
synth.yosys.warnings=3
synth_chip_area_sq_um=9280

[cts]
postCtsHoldBufs=0
numClockSinks=155
cts_root_buffer=sky130_fd_sc_hd__clkbuf_16
cts-resized-gates=0
cts_max_level=4
clock_tree.buffer_depth=2
post_cts_buffers=0
tritoncts.num_buffers=17

[floorplanning]
fp.dieW_um=178
number_of_rows_created_at_floorplan=64
fp_util_pct=30.4
io_pins=50
die_h_um=178

[placement]
dp_hpwl_um=12000
dpl.cell_count=1429
place.port_buffers=48
placed_cell_area_sq_um=9900
gp_congestion=0.838

[grt]
grt_max_degree=123

[timing]
endpoints_left_unconstrained=1

kinds of logic after synthesis:
| group | Yosys count | synth area share, % |
|---|---|---|
| flops | 155 | 37.5 |
| xor+xnor | 34 | 3.37 |
| simple gates | 323 | 17.8 |
| buf+inv | 181 | 9.08 |
| fa+ha+maj | 68 | 9.17 |
| compound gates | 245 | 17.2 |
| mux | 49 | 5.92 |
metrics by stage:
step / util (%) / worst slack (ps)
after floorplan: - / 704
after global placement: 32.4 / 370
after detailed placement: 32.4 / 199
after CTS: 34.4 / 209
